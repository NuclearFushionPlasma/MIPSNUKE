File: /design/flow/design.v
module Reg_File(
  input [4:0] add_A,add_B,add_C,warp_Add_ALU,warp_Add_MEM,
  input[31:0] data_C,warp_ALU,warp_MEM,
  input clk,reset,write_enable,warp_ALU_enable,warp_MEM_enable,
  output reg [31:0] data_A,data_B);
  wire [31:0] data_A1,data_B1;
  Reg_Memory_File A(add_A,add_B,add_C,data_A1,data_B1,data_C,clk,reset,write_enable);
  always @(*) begin
    data_A = 0;
    if( warp_ALU_enable == 1'b1 && add_A == warp_Add_ALU) data_A = warp_ALU;
    else if(warp_MEM_enable== 1'b1 && add_A ==  warp_Add_MEM) data_A = warp_MEM;
    else if(write_enable == 1'b1 && add_A == add_C) data_A = data_C;
    else data_A = data_A1;
  end
  always @(*) begin
    data_B = 0;
    if(warp_ALU_enable == 1'b1 && add_B == warp_Add_ALU) data_B = warp_ALU;
    else if(warp_MEM_enable == 1'b1 && add_B ==  warp_Add_MEM) data_B = warp_MEM;
    else if(write_enable == 1'b1 && add_B == add_C) data_B = data_C;
    else data_B = data_B1;
  end
endmodule
module Reg_Memory_File(add_A,add_B,add_C,data_A,data_B,data_C,clk,reset,write_enable);
  reg [31:0] memoryfile[31:0];
  input [4:0] add_A,add_B,add_C;
  input [31:0] data_C;
  input write_enable;
  input clk,reset;
  output [31:0] data_A,data_B;
  assign data_A = (add_A != add_C) ? memoryfile[add_A]:32'b0;
  assign data_B = (add_B != add_C) ? memoryfile[add_B]:32'b0;
  always @(negedge clk or  negedge reset) begin
    if(reset == 1'b0) begin
      memoryfile[31] <= 0;
      memoryfile[30] <= 0;
      memoryfile[29] <= 0;
      memoryfile[28] <= 0;
      memoryfile[27] <= 0;
      memoryfile[26] <= 0;
      memoryfile[25] <= 0;
      memoryfile[24] <= 0;
      memoryfile[23] <= 0;
      memoryfile[22] <= 0;
      memoryfile[21] <= 0;
      memoryfile[20] <= 0;
      memoryfile[19] <= 0;
      memoryfile[18] <= 0;
      memoryfile[17] <= 0;
      memoryfile[16] <= 0;
      memoryfile[15] <= 0;
      memoryfile[14] <= 0;
      memoryfile[13] <= 0;
      memoryfile[12] <= 0;
      memoryfile[11] <= 0;
      memoryfile[10] <= 0;
      memoryfile[9] <= 0;
      memoryfile[8] <= 0;
      memoryfile[7] <= 0;
      memoryfile[6] <= 0;
      memoryfile[5] <= 0;
      memoryfile[4] <= 0;
      memoryfile[3] <= 0;
      memoryfile[2] <= 0;
      memoryfile[1] <= 0;
      memoryfile[0] <= 0;
    end
   else begin
     if(write_enable == 1'b1 && add_C != 0) memoryfile[add_C] <= data_C;
   end
  end
endmodule
File: /design/flow/run.sh
#!/bin/bash
# OpenROAD 26Q1-2900-gdf79404cd8, Yosys 0.63+post, stock flow scripts
make -C /OpenROAD-flow-scripts/flow DESIGN_CONFIG=/design/flow/config.mk WORK_HOME=/design/flow/orfs finish
File: /design/flow/config.mk
export PLATFORM = sky130hd
export DESIGN_NAME = Reg_File
export DESIGN_NICKNAME = Reg_File
export VERILOG_FILES = /design/flow/design.v
export SDC_FILE = /design/flow/constraint.sdc
export NUM_CORES = 4
export LEC_CHECK = 1
export CORE_UTILIZATION = 30
File: /design/flow/constraint.sdc
current_design Reg_File

set clk_period 16.6
set clk_io_pct 0.2

create_clock -name clk0 -period $clk_period [get_ports {clk}]

set non_clock_inputs [all_inputs -no_clocks]
set_input_delay [expr $clk_period * $clk_io_pct] -clock clk0 $non_clock_inputs
set_output_delay [expr $clk_period * $clk_io_pct] -clock clk0 [all_outputs]
==> results.py <==
# Metrics from the implementation run
metrics = {
    "power": {
        "p_leak_nw": 27.7,
        "p_per_area_mw_per_mm2": 119,
        "intPower_w": 0.00526,
        "swShare_pct": 30.8,
        "seqPwrFrac_pct": 46.1,
        "ir_worst_vdd_uv": 88.9,
        "p_sw_w": 0.00234,
        "pwr-share-comb_pct": 17.0,
        "clkPwrFrac_pct": 36.8,
    },
    "logic_synthesis": {
        "postSynthSeqShare_pct": 47.2,
        "ys_async_sr_fraction_pct": 100,
        "top_area_cell": "dfrtn_1",
        "synthFlopType": "dfrtn_1",
        "yosysTopAreaCellShare_pct": 47.2,
        "most_common_cell": "dfrtn_1",
        "yosysWarnings": 3,
        "ys_chip_area_sq_mm": 0.0543,
        "yosysUniqueCellTypes": 84,
        "syn_inst": 4751,
        "common_cells": "1024 x dfrtn_1, 991 x mux2_2, 659 x a22oi_1",
        "yosys-stat-cells": 4751,
        "synth_flops": 1024,
        "edf_count": 0,
        "syn-mean-instance-area_sq_um": 11.4,
        "yosys-top-cells-area": "dfrtn_1 47%, mux2_2 21%, a22oi_1 9.1%, and3_1 3.4%, clkbuf_1 2.0%",
        "netlist_area_sq_mm": 0.0543,
    },
    "floorplan": {
        "fp.dieH_um": 428,
        "die-area_sq_mm": 0.183,
        "fp_util_pct": 30.3,
        "row_count": 155,
        "dieWidth_um": 428,
        "core_sq_mm": 0.179,
        "io_pins": 190,
    },
    "critical_path": {
        "path_max_fanout": 3,
        "crit_arrival_ns": 12.09,
        "path_class": "reg2out",
        "cp-start-kind": "flop",
        "worstSetupEndpointType": "output pin",
        "required_ns": 13.28,
    },
    "detailed_routing": {
        "drt_iter0_drc": 6482,
        "route.detailed.drc": 0,
        "detail-route-antenna-nets": 0,
        "routed_wl_um": 340000,
        "route.detailed.wl_per_inst_um": 46.4,
        "vias": 51200,
        "first_pass_iters": 7,
        "via_per_inst": 6.99,
    },
    "final_timing": {
        "setup_viol": 0,
        "fin_skew_ns": 0,
        "slew_headroom_pct": 20.4,
        "finalSetupTns_ns": 0,
        "grt_setup_unrepaired": "false",
        "worst_pin_slew_ns": 1.18,
        "drv_slew": 0,
        "finalHoldViolCount": 0,
    },
    "flow_run": {
        "cap_violations": 0,
        "openroad.warnings": 47,
    },
    "grt": {
        "antenna_found_initial": 47,
        "met3_usage_pct": 25.4,
        "grt_max_degree": 119,
        "grt-busiest-layer": "met2",
        "grtUsageTotal_pct": 38.0,
        "grt_pass1_wl_um": 453000,
        "grt-ovfl-total": 0,
        "met1_usage_pct": 45.1,
        "grtUsageMet2_pct": 50.0,
        "grt_pass1_vias": 49300,
    },
    "finish": {
        "syn2layout_area_growth_pct": 17.8,
        "drive_gt1_share_pct": 33.9,
        "stdcell_area_sq_mm": 0.0640,
        "reg.largest.list": "A.memoryfile (1024)",
        "largest-register": "A.memoryfile",
        "largest_register_ffs": 1024,
        "n_fill_cell": 17500,
        "combGateArea_sq_mm": 0.0269,
        "final-seq-area_sq_mm": 0.0256,
    },
    "cts": {
        "hold_buffers": 0,
        "cts-root-buf": "clkbuf_16",
        "cts_buffer_depth": 3,
        "clock.latency.late_pin_ns": 0.70,
        "cts.clk_slew.worst_paths_ns": 0.04,
        "cts_tree": "built",
        "cts_inserted_buffers": 117,
        "htreeDepth": 3,
        "cts.sinks": 1024,
        "cts.repair.resized": 0,
        "cts_post_setup_buffers_inserted": 0,
    },
    "placement": {
        "dpl.hpwl_um": 209000,
        "portBuffers": 189,
        "dpl_cell_area_sq_mm": 0.0598,
        "finalWeightedCongestion": 1.04,
    },
    "run_status": {
        "status": "finished, final reports clean",
    },
    "worst_hold_path": {
        "worstHoldPathType": "reg2reg",
    },
}
==> per-stage QoR <==
step | util (%) | worst slack [ns] | hold slack [ns] | power [W] | cells
after floorplan | - | 3.30 | 0.406 | 0.00395 | 4751
after global placement | 33.4 | 1.60 | 0.344 | 0.00473 | 7061
after detailed placement | 33.4 | 1.57 | 0.346 | 0.00475 | 7061
after CTS | 35.7 | 1.27 | 0.346 | 0.00752 | 7276
after global routing | 35.7 | 1.03 | 0.354 | 0.00777 | 7288
final | 35.7 | 1.19 | 0.342 | 0.00760 | 7329
==> cells by family (layout without fill, tap and decap cells) <==
family / Yosys count / after routing / share of synthesized area [%]
and+or+nand+nor: 999 / 999 / 10.8
AOI/OAI and AO/OA: 1143 / 1143 / 16.0
muxes: 1013 / 1013 / 21.0
other: 0 / 53 / 0
DFF: 1024 / 1024 / 47.2
xor gates and xnor gates: 30 / 30 / 0.484
buffers and inverters: 542 / 712 / 4.57
==> per-layer routing <==
metal	up-vias	share of wire (%)
li1	18700	-
met1	26100	35
met2	4732	40
met3	1643	17
met4	34	8.5
met5	-	0.16
==> worst paths after layout <==
| path | start | depth (start not counted) | endpoint | slack, ns |
|---|---|---|---|---|
| max | A.memoryfile[18][16]$_DFFE_NN0P_ | 7 | data_B[16] | 1.19 |
| min | A.memoryfile[0][30]$_DFFE_NN0P_ | 0 | A.memoryfile[0][30]$_DFFE_NN0P_ | 0.34 |
| max reg2reg | A.memoryfile[18][9]$_DFFE_NN0P_ | 1 | A.memoryfile[18][9]$_DFFE_NN0P_ | 15.68 |
| min reg2reg | A.memoryfile[0][30]$_DFFE_NN0P_ | 0 | A.memoryfile[0][30]$_DFFE_NN0P_ | 0.34 |
| max in group asynchronous | reset | 3 | A.memoryfile[1][5]$_DFFE_NN0P_ | 3.85 |
| min in group asynchronous | reset | 1 | A.memoryfile[15][18]$_DFFE_NN0P_ | 10.77 |
==> cell usage in the layout (no fill, tap or decap), types with 22 or more instances in the layout <==
| cell | synthesis | routed |
|---|---|---|
| dfrtn_1 | 1024 | 1024 |
| mux2_2 | 991 | 991 |
| a22oi_1 | 659 | 659 |
| and3_1 | 297 | 297 |
| buf_4 | 18 | 282 |
| clkdlybuf4s50_1 | 0 | 178 |
| nand3_1 | 147 | 146 |
| nand4_1 | 140 | 140 |
| clkbuf_16 | 0 | 120 |
| a2111oi_0 | 88 | 88 |
| nor2_4 | 4 | 72 |
| nand2_1 | 76 | 65 |
| o221ai_1 | 61 | 61 |
| nor2_1 | 100 | 55 |
| a21oi_1 | 55 | 55 |
| diode_2 | 0 | 53 |
| o21ai_0 | 46 | 46 |
| a221oi_1 | 46 | 46 |
| nor4_1 | 64 | 45 |
| o21ai_1 | 38 | 38 |
| a221o_1 | 33 | 33 |
| o22ai_1 | 29 | 29 |
| clkinv_2 | 0 | 27 |
| clkbuf_8 | 0 | 22 |
==> power groups by stage <==
stage	sequential (W)	clock, W	combinational, W
5_1_grt	0.00354	0.00289	0.00134
4_1_cts	0.00348	0.00281	0.00124
6_report	0.00350	0.00280	0.00129
==> worst max-delay path, cell delays in order (launching register included) <==
cell	delay, ns
dfrtn_1	0.40
and3_1	0.17
a2111oi_0	0.66
nand3_1	0.15
nor4_1	0.95
buf_4	0.27
o21ai_1	0.07
clkdlybuf4s50_1	0.41
==> cell type report <==
| cell class | count | area share, % |
|---|---|---|
| Multi-Input combinational cell | 3185 | 42.1 |
| Sequential cell | 1024 | 40.0 |
| Timing Repair Buffer | 487 | 6.69 |
| Clock buffer | 161 | 5.27 |
| Tap cell | 2355 | 4.60 |
| Clock inverter | 54 | 1.08 |
| Antenna cell | 53 | 0.207 |
| Inverter | 10 | 0.0586 |
Power figures rest on the tool's default switching activity, not on a simulated workload.
