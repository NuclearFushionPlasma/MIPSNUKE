===== ./design.v =====
module ALU_register(
  output [4:0] mode, reg_address,cal_add_A,cal_add_B,add_mem,
  output cal, load, store, write_reg, jump, enable, cmp, cmp_signed, lui,
  output[31:0] cal_A,cal_B,reg_data,mem_data,
  input [4:0] next_mode, next_reg_address,next_cal_add_A,next_cal_add_B,next_add_mem,
  input next_cal, next_load, next_store, next_write_reg, next_jump, next_enable, next_cmp, next_cmp_signed, next_lui,
  input [31:0] next_cal_A, next_cal_B,next_reg_data,next_mem_data, 
  input clk,reset
  );
  reg [4:0]  W_mode, W_reg_address,W_cal_add_A,W_cal_add_B,W_add_mem;
  reg W_cal, W_load, W_store, W_write_reg, W_jump, W_enable, W_cmp, W_cmp_signed,W_lui;
  reg [31:0] W_cal_A, W_cal_B, W_reg_data, W_mem_data;
  assign mode = W_mode;
  assign reg_address = W_reg_address;
  assign cal_add_A = W_cal_add_A;
  assign cal_add_B = W_cal_add_B;
  assign add_mem = W_add_mem;
  assign cal = W_cal;
  assign load = W_load;
  assign store = W_store;
  assign write_reg = W_write_reg;
  assign jump = W_jump;
  assign enable = W_enable;
  assign cmp = W_cmp;
  assign cmp_signed = W_cmp_signed;
  assign lui = W_lui;
  assign cal_A = W_cal_A;
  assign cal_B = W_cal_B;
  assign reg_data = W_reg_data;
  assign mem_data = W_mem_data;
  always @ (posedge clk or negedge reset) begin
    if(reset == 1'b0) begin
      W_mode <= 0;
      W_reg_address <= 0;
      W_cal_add_A <= 0;
      W_cal_add_B <= 0;
      W_add_mem <= 0;
      W_cal <= 0;
      W_load <= 0;
      W_store <= 0;
      W_write_reg <= 0;
      W_jump <= 0;
      W_enable <= 0;
      W_cmp <= 0;
      W_cmp_signed <= 0;
      W_lui <= 0;
      W_cal_A <= 0;
      W_cal_B <= 0;
      W_reg_data <= 0;
      W_mem_data <= 0;
    end
    else begin
      W_mode <= next_mode;
      W_reg_address <= next_reg_address;
      W_cal_add_A <= next_cal_add_A;
      W_cal_add_B <= next_cal_add_B;
      W_add_mem <= next_add_mem;
      W_cal <= next_cal;
      W_load <= next_load;
      W_store <= next_store;
      W_write_reg <= next_write_reg;
      W_jump <= next_jump;
      W_enable <= next_enable;
      W_cmp <= next_cmp;
      W_cmp_signed <= next_cmp_signed;
      W_lui <= next_lui;
      W_cal_A <= next_cal_A;
      W_cal_B <= next_cal_B;
      W_reg_data <= next_reg_data;
      W_mem_data <= next_mem_data;
    end
  end
endmodule

===== ./run.sh =====
#!/bin/bash
# OpenROAD 26Q1-2900-gdf79404cd8, Yosys 0.63+post, stock flow scripts
make -C /OpenROAD-flow-scripts/flow DESIGN_CONFIG=/design/flow/config.mk WORK_HOME=/design/flow/orfs finish

===== ./config.mk =====
export PLATFORM = sky130hd
export DESIGN_NAME = ALU_register
export DESIGN_NICKNAME = ALU_register
export VERILOG_FILES = /design/flow/design.v
export SDC_FILE = /design/flow/constraint.sdc
export NUM_CORES = 4
export LEC_CHECK = 1
export CORE_AREA = 10 10 185 185
export DIE_AREA = 0 0 195 195

===== ./constraint.sdc =====
current_design ALU_register

set clk_period 1.0
set clk_io_pct 0.2

create_clock -name clk0 -period $clk_period [get_ports {clk}]

set non_clock_inputs [all_inputs -no_clocks]
set_input_delay [expr $clk_period * $clk_io_pct] -clock clk0 $non_clock_inputs
set_output_delay [expr $clk_period * $clk_io_pct] -clock clk0 [all_outputs]

==> results.py <==
# Metrics from the implementation run
metrics = {
    "route": {
        "route.antenna.diode_count": 0,
        "drt_pre_antenna_iters": 4,
        "final_antenna_net_count": 0,
        "via_count": 2685,
        "vias_per_cell": 2.90,
        "drt_iter0_markers": 64,
        "drc_errors": 0,
        "wl_um": 14100,
        "wl_per_cell_um": 15.3,
    },
    "floorplanning": {
        "rows": 64,
        "die-area_um2": 38000,
        "dieWidth_um": 195,
        "fp-utilization": 0.133,
        "die_h_um": 195,
        "ios": 326,
        "core_area_um2": 30400,
    },
    "grt": {
        "grt_max_degree": 30,
        "grt_use_met2": 0.115,
        "grt_pass1_vias": 3126,
        "met3_usage": 0.0468,
        "grt_busiest_layer": "met2",
        "use_met1": 0.0847,
        "grtUsageTotal": 0.0734,
        "antenna_found_initial": 0,
        "grt_overflow": 0,
        "grt_pass1_wl_um": 21100,
    },
    "critical_path": {
        "crit_type": "reg -> out",
        "critPathBufInv": 1,
        "crit_fanout": 1,
        "crit_arrival_ns": 0.94,
        "worst_setup_path_end_kind": "output port",
        "path_cells": "buf_2",
        "path_delay_family": "flip-flops",
        "crit_path_start_kind": "flop",
        "crit_slowest_cell": "dfrtp_1",
        "max_stage_delay_ns": 0.38,
        "crit_required_ns": 0.80,
    },
    "timing": {
        "relSlewSlack": 0.870,
        "period_used_share": 1.14,
        "rsz0062_at_grt": "yes",
        "tns_ns": -15.35,
        "max_slew.worst_pin.slew_ns": 0.194,
        "setup_viol": 162,
        "fmax_mhz": 881,
        "fin_ws_ns": -0.135,
        "min_period_ns": 1.14,
        "hold_viol": 0,
        "slew_violations": 0,
    },
    "clock_tree": {
        "numCtsBuffers": 17,
        "cts.htree.levels": 4,
        "cts_buffer_depth": 2,
        "path_clk_slew_ns": 0.07,
        "root_buffer": "clkbuf_16",
        "cts_sinks": 162,
        "cts_tree": "yes",
        "cts_setup_buffers": 0,
    },
    "logic_synthesis": {
        "synth_top_cell_by_area": "dfrtp_1",
        "synth.area.top_cells": "dfrtp_1",
        "ys_warn_count": 1,
        "yosys_cells": 162,
        "synth.top_cell.area_share": 1.00,
        "synthCells": 162,
        "synthDistinctLibCells": 1,
        "syn_area_um2": 4050,
        "synth_area_per_cell_um2": 25.0,
        "postSynthSeqShare": 1.00,
        "numSynthFlops": 162,
        "ys_area_um2": 4050,
    },
    "pwr": {
        "p_switching_mw": 3.20,
        "ir_worst_vdd_v": 0.00142,
        "power_mw": 14.4,
        "power.density_nw_per_um2": 1870,
        "leakage_nw": 3.50,
        "pwr-share-comb": 0.078,
        "clockPowerShare": 0.441,
        "p_sw_frac": 0.222,
        "p_seq_frac": 0.482,
        "p_int_mw": 11.2,
    },
    "hold_path": {
        "hp-class": "in -> reg",
    },
    "cells_and_area": {
        "nMultiInputCombCells": 0,
        "finish.instance_area_um2": 7700,
        "drive_gt1_frac": 0.385,
        "syn_to_final_growth_pct": 90.0,
        "logic_area_um2": 0,
        "fillCellCount": 3191,
    },
    "flow_run": {
        "warnings": 27,
        "cap_violations": 0,
    },
    "place": {
        "gp_congestion": 0.764,
        "hpwlAfterDp_um": 10900,
        "portBuffers": 325,
        "dpl-instance-area_um2": 7910,
    },
    "run_status": {
        "status": "complete, but fails checks",
        "violations": "negative setup slack",
    },
}
## final cells by class
type,instances,area [um^2],share of cell area
Clock buffer,19,443,0.0575
Clock inverter,13,126,0.0164
Sequential cell,162,4050,0.526
Tap cell,396,495,0.0643
Timing Repair Buffer,336,2580,0.336
## power by group through the flow
| stage | clock (mW) | combinational, mW | sequential, mW |
|---|---|---|---|
| CTS | 6.65 | 1.17 | 6.95 |
| global route | 6.93 | 1.24 | 6.98 |
| finish | 6.35 | 1.12 | 6.94 |
## synth_stat cells, drive strengths merged
cell   count
dfrtp    162
## kinds of logic (layout without fill, tap and decap cells)
group,Yosys count,after routing,share of synthesized area
DFF,162,162,1.00
buffers and inverters,0,368,0
## metrics by stage
step	hold WS, ns	utilization	setup slack, ns	cells
detailed placement	0.136	0.260	-0.0522	892
global route	0.159	0.253	-0.199	926
CTS	0.159	0.253	-0.181	926
finish	0.200	0.253	-0.135	926
global placement	0.133	0.260	-0.0617	892
floorplan	-0.0956	-	0.488	162
## cells in the final DEF (no fill, tap or decap)
cell type / synthesis / layout
dfrtp_1: 162 / 162
clkdlybuf4s50_1: 0 / 162
buf_2: 0 / 161
clkbuf_16: 0 / 17
buf_4: 0 / 6
inv_6: 0 / 5
clkinvlp_4: 0 / 4
buf_12: 0 / 4
clkinv_4: 0 / 2
buf_6: 0 / 2
bufinv_16: 0 / 1
clkbuf_1: 0 / 1
clkinv_2: 0 / 1
clkbuf_8: 0 / 1
dlygate4sd3_1: 0 / 1
## layer usage
metal | wire length, um | vias to the layer above
li1 | - | 1213
met1 | 5240 | 1286
met2 | 6720 | 172
met3 | 1910 | 14
met4 | 261 | 0
met5 | 0 | -
## worst paths after layout
check                                     from                  endpoint  slack (ns)  cells past startpoint
max in group asynchronous                reset      W_cal_A[9]$_DFF_PN0_        0.20                      4
max                        W_mode[2]$_DFF_PN0_                   mode[2]       -0.14                      1
min in group asynchronous                reset           W_lui$_DFF_PN0_        0.38                      3
min                          next_reg_data[18]  W_reg_data[18]$_DFF_PN0_        0.20                      1
## timing repair
action                     CTS  global route
resized                    521             0
hold endpoints to repair    69             0
pin swaps                    0             0
hold buffers                 2             0
setup endpoints to repair  162           162
No activity file was given, so power comes from the tool's default toggle rates.
